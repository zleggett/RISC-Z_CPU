**./config.mk**
```make
export PLATFORM = sky130hd
export DESIGN_NAME = data_mem
export DESIGN_NICKNAME = data_mem
export VERILOG_FILES = /design/flow/design.v
export SDC_FILE = /design/flow/constraint.sdc
export NUM_CORES = 4
export LEC_CHECK = 1
export CORE_UTILIZATION = 30
```
**./design.v**
```verilog
`timescale 1ns / 1ps
module data_mem(MemW, MemR, MemIn, WriteAddr, MemOut);
    input MemW, MemR;
    input [15:0] MemIn, WriteAddr;
    output reg [15:0] MemOut;
    reg [15:0] data [999:0];
    integer i;
    initial
    begin
       for (i=0;i<=999;i=i+1)
            data[i] = 0; 
    end
    always @ (MemW or MemR or MemIn or WriteAddr)
    begin
        if(MemW)
            data[WriteAddr[9:0]] <= MemIn;
        if(MemR)
            MemOut <= data[MemIn[9:0]];
        else
            MemOut <= 0;
    end
endmodule
```
**./constraint.sdc**
```tcl
current_design data_mem

set clk_period 21.2
set clk_io_pct 0.2

create_clock -name clk0 -period $clk_period

set non_clock_inputs [all_inputs -no_clocks]
set_input_delay [expr $clk_period * $clk_io_pct] -clock clk0 $non_clock_inputs
set_output_delay [expr $clk_period * $clk_io_pct] -clock clk0 [all_outputs]
```
**./run.sh**
```bash
#!/bin/bash
# OpenROAD 26Q1-2900-gdf79404cd8, Yosys 0.63+post, stock flow scripts
make -C /OpenROAD-flow-scripts/flow DESIGN_CONFIG=/design/flow/config.mk WORK_HOME=/design/flow/orfs finish
```
==> results.toml <==
# physical design summary
[yosys]
yosysTopAreaCell = "dlxtn_1"
synth_cell_types = 93
synth_area_sq_um = 359000
ys_top_cells_by_area = "dlxtn_1, a22oi_1, nand4_1"
ff_type = "dlxtn_1"
synth-cells-yosys = 34820
yosysWarnings = 2
synth_top_area_share = 0.668
async_reset_ff_frac = 0
edf_count = 0
ys_area_sq_um = 359000
syn_area_per_cell_sq_um = 10.3
ys_ff = 16000
syn_inst = 34820

[place]
gp_congestion = 2.38
portBuffers = 44
dp_cells = 53066
dp_hpwl_microns = 3520000

[floorplan]
rows = 401
die_w_microns = 1100
die_y_microns = 1100
fp_util = 0.301
ios = 50

[outcome]
stop_error = "[ERROR GRT-0116] Global routing finished with congestion. Check the congestion regions in the DRC Viewer."
status = "stopped before the end"
stop_stage = "5_1_grt"

[global_routing]
grt_max_degree = 184
grt_pass1_wl_microns = 8600000
grt-ovfl-total = 300762
grt_pass1_vias = 544428
grtUsageTotal = 1.18

[cts]
cts_hold_buf = 0
postCtsResizedCells = 0
post_cts_buffers = 0

[final_timing]
unclocked_pins = 16000
untimed_endpoints = 16000
[through the flow]
stage | power (mW) | hold WS, ns | worst slack, ns | cell area (sq um)
floorplan | 2.70 | 8.55 | 9.60 | 359000
global placement | 4.58 | 9.90 | 2.85 | 414000
detailed placement | 4.62 | 9.91 | 2.82 | 414000
CTS | 4.64 | 9.92 | 2.82 | 414000
[logic make-up after synthesis]
| group | count (synthesis) | synth area share |
|---|---|---|
| compound gates | 7993 | 0.171 |
| xor+xnor | 1 | 0.0000244 |
| buf+inv | 2423 | 0.0299 |
| latches | 16000 | 0.668 |
| mux | 94 | 0.00277 |
| simple gates | 8309 | 0.128 |
[layer usage]
layer | overflow | track usage
met1 | 110478 | 1.26
met2 | 145573 | 1.47
met3 | 24636 | 0.899
met4 | 17599 | 0.893
met5 | 2476 | 0.792
[Yosys cell counts (all sizes together), types with 19 or more instances]
cell type,instances
nor2,544
o221ai,23
o21ai,178
nor3,1251
o22ai,262
buf,925
or3,24
nor2b,41
and3,155
a222oi,138
a32o,69
a21oi,207
nand3,789
nand3b,22
and4,432
nand4,2438
nand2b,19
nor4,556
o2111ai,41
a2111oi,107
a211oi,39
nand2,1664
a31oi,20
o22a,19
a221oi,222
a22oi,5262
or4,188
nand4b,38
o211ai,62
nor4bb,20
a22o,873
nor4b,22
o2bb2ai,23
mux2,43
mux2i,51
dlxtn,16000
a32oi,320
clkbuf,1488
Power and IR drop assume default switching activity.
