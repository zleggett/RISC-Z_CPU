==> flow/design.v <==
`timescale 1ns / 1ps
module pc(enable, reset, clk, in, out);
    input clk, enable, reset;
    input [15:0] in = 0;
    output reg [15:0] out;
    reg first;
    reg [15:0] temp;
    initial
    begin
        first = 1;
    end
    always @ (posedge clk)
    begin
        if (reset)
            first = 1;
        else
        begin
            if (enable)
            begin
                if (first == 1)
                begin
                    out = 0;
                    first = 0;
                end
                else    
                    out = temp;
                end
        end
    end
    always @ (in)
    begin
        if (enable)
            temp = in;
    end
endmodule
==> flow/run.sh <==
#!/bin/bash
# OpenROAD 26Q1-2900-gdf79404cd8, Yosys 0.63+post, stock flow scripts
make -C /OpenROAD-flow-scripts/flow DESIGN_CONFIG=/design/flow/config.mk WORK_HOME=/design/flow/orfs finish
==> flow/config.mk <==
export PLATFORM = sky130hd
export DESIGN_NAME = pc
export DESIGN_NICKNAME = pc
export VERILOG_FILES = /design/flow/design.v
export SDC_FILE = /design/flow/constraint.sdc
export NUM_CORES = 4
export LEC_CHECK = 1
export CORE_AREA = 10 10 82 82
export DIE_AREA = 0 0 92 92
==> flow/constraint.sdc <==
current_design pc

set clk_period 3.0
set clk_io_pct 0.2

create_clock -name clk0 -period $clk_period [get_ports {clk}]

set non_clock_inputs [all_inputs -no_clocks]
set_input_delay [expr $clk_period * $clk_io_pct] -clock clk0 $non_clock_inputs
set_output_delay [expr $clk_period * $clk_io_pct] -clock clk0 [all_outputs]
==> impl_metrics.json <==
{
  "status": "finished clean",
  "rows": 26,
  "postCtsHoldBufs": 0,
  "worstPathRequired_ns": 2.94,
  "grt_max_degree": 18,
  "total_leakage_power_nw": 0.5088,
  "syn_to_final_growth_pct": 53.80,
  "hpwl_um": 1526,
  "drt_pass1_iterations": 2,
  "cp_slowest_stage_delay_ns": 0.75,
  "cp-end-kind": "register",
  "postRouteWirelength_um": 1725,
  "ioPinCount": 35,
  "dp.cells": 157,
  "ys_types": 9,
  "hold_violations": 0,
  "die_area_sq_mm": 0.008464,
  "wl_per_cell_um": 10.71,
  "top_cells_by_area": "edfxtp_1 55%, dlxtp_1 28%, nor2b_1 8.6%, and2b_1 3.4%, dfxtp_1 2.3%",
  "slew_violations": 0,
  "n_fill_cell": 540,
  "cts_max_level": 1,
  "top_area_share_pct": 55.09,
  "ctsResizeCount": 0,
  "track_usage_pct": 4.129,
  "vias": 479,
  "core_util_floorplan_pct": 17.18,
  "global_route.overflow_total": 0,
  "slew_headroom_pct": 68.55,
  "ant_nets": 0,
  "finalPower_uw": 503.3,
  "fp.dieW_um": 92,
  "top_area_cell": "edfxtp_1",
  "hold_class": "reg2reg",
  "critPathKind": "in2reg",
  "drt-initial-drc-count": 3,
  "finalSetupViolations": 0,
  "unclocked_pins": 16,
  "grt_pass1_wl_um": 2766,
  "clockBufferDepth": 2,
  "cpLargestDelayFamily": "buffers and inverters",
  "yosys_cells": 53,
  "cts_buffers": 3,
  "rrSetupSlack_ns": 1.90,
  "powerDensity_mw_per_mm2": 375.3,
  "worstPathMaxFanout": 17,
  "cts_tree": "built",
  "netlist_instances": 53,
  "gp_congestion": 0.7278,
  "fmax_ghz": 0.5310,
  "untimed_endpoints": 16,
  "cp_data_arrival_time_ns": 1.82,
  "drc": 0,
  "critical_path_buf_inv_count": 3,
  "rsz0062_at_grt": "false",
  "slowest_stage": "clkdlybuf4s50_1",
  "fin_setup_tns_ns": 0,
  "drv_cap": 0,
  "antenna_found_initial": 0,
  "clkTransAtPathRegs_ns": 0.05,
  "worstPathCellList": "clkdlybuf4s50_1 -> inv_1 -> nor2_1 -> buf_4",
  "postCtsSetupRepairBufs": 0,
  "port_buffers": 34,
  "drive_gt1_share_pct": 4.396,
  "die_h_um": 92,
  "stdcell_count": 161,
  "warning_count": 25,
  "cts-root-buf": "clkbuf_8",
  "antennaDiodeCount": 0,
  "ir_drop_mv": 0.1100,
  "crit_path_start_kind": "primary input",
  "fin_crit_ns": 1.883,
  "fin_worst_skew_ns": 0.0009129,
  "viasPerCell": 2.975,
  "ys_warn_count": 1,
  "worstMarginPinSlew_ns": 0.4711,
  "grt_pass1_vias": 503,
  "ys_chip_area_sq_um": 872.1,
  "avgSynthCellArea_sq_um": 16.45,
  "ys.flops": 33,
  "core_sq_mm": 0.005075,
  "fin_crit_sh_pct": 62.78,
  "synth_area_sq_um": 872.1,
  "clock.latency.late_pin_ns": 0.24
}
## layout by cell type (no fill, tap or decap)
| cell type | n |
|---|---|
| and2b_1 | 4 |
| dfxtp_1 | 1 |
| nor2b_1 | 12 |
| inv_1 | 1 |
| clkbuf_1 | 1 |
| a21o_1 | 1 |
| clkbuf_8 | 3 |
| edfxtp_1 | 16 |
| buf_4 | 1 |
| dlxtp_1 | 16 |
| nor2_1 | 1 |
| clkdlybuf4s50_1 | 34 |
## synthesized netlist by cell type (all sizes together)
| cell type | count |
|---|---|
| edfxtp | 16 |
| nor2 | 1 |
| inv | 1 |
| and2b | 4 |
| a21o | 1 |
| buf | 1 |
| dfxtp | 1 |
| nor2b | 12 |
| dlxtp | 16 |
## metrics by stage
step / instance area, sq um / setup WS (ns) / util, % / hold slack [ns]
floorplan: 872.1 / 1.267 / - / 0.5545
detailed placement: 1296 / 0.8192 / 25.54 / 0.7169
global route: 1341 / 0.9578 / 26.43 / 0.7646
finish: 1341 / 1.117 / 26.43 / 0.7138
global placement: 1296 / 0.9069 / 25.54 / 0.6879
CTS: 1341 / 1.079 / 26.43 / 0.7236
## kinds of logic (layout without fill, tap and decap cells)
family | after synthesis | in the layout | synth area share [%]
AOI/OAI and AO/OA | 1 | 1 | 0.8612
buffers and inverters | 2 | 40 | 1.721
DFF | 17 | 17 | 57.39
latches | 16 | 16 | 27.55
and+or+nand+nor | 17 | 17 | 12.48
## sequential cells by signal, summed over array words and instances (netlist names)
name	flops
temp	16
out	16
first	1
## layout make-up
cell class / instances / area, sq um / area share [%]
clock buffers: 4 / 45.04 / 3.358
inverters: 1 / 3.754 / 0.2798
multi-input cells: 18 / 116.4 / 8.675
flip-flops and latches: 33 / 740.7 / 55.22
well taps: 70 / 87.58 / 6.530
repair buffers: 35 / 347.8 / 25.93
## routing by layer
layer  global-route usage, %  vias to the layer above  part of all wire [%]
li1                        -                      249                     -
met1                   5.745                      207                    46
met2                   6.471                       19                    48
met3                  0.8237                        4                   3.9
met4                   1.157                        0                   2.5
met5                       0                        -                     0
## power breakdown
group | internal, mW | switching (mW)
registers | 0.286 | 0.00692
clock network | 0.0937 | 0.0616
logic | 0.0403 | 0.0144
total | 0.420 | 0.0829
## worst paths after layout
kind	startpoint	end	depth (start not counted)
worst max register to register	first	out[2]	1
worst min-delay path	first	first	1
worst max-delay path	enable	out[0]	4
worst min register to register	first	first	1
No activity file was given, so power comes from the tool's default toggle rates.
